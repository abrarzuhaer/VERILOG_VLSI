File: flow/design.v
module alu #(parameter BIT_LENGTH = 4)(
    input [BIT_LENGTH-1:0] a,
    input [BIT_LENGTH-1:0] b,
    input [2:0] opcode,
    input funct,
    input exec_en,
    output reg [BIT_LENGTH-1:0] out,
    output reg cb
);
    always @* begin
        case ({funct, opcode})
            {1'b0, 3'b000}: {cb, out} = a + b;       
            {1'b0, 3'b100}: {cb, out} = a - b;       
            {1'b0, 3'b001}: {cb, out} = a & b;       
            {1'b0, 3'b010}: {cb, out} = a | b;       
            {1'b0, 3'b011}: {cb, out} = ~a;          
            {1'b1, 3'b100}: {cb, out} = ~b;          
            {1'b0, 3'b101}: {cb, out} = a ^ b;       
            {1'b1, 3'b101}: {cb, out} = ~(a ^ b);    
            {1'b1, 3'b001}: {cb, out} = ~(a & b);    
            {1'b1, 3'b010}: {cb, out} = ~(a | b);    
            {1'b0, 3'b110}: {cb, out} = a << b;      
            {1'b0, 3'b111}: {cb, out} = a >> b;      
            default: {cb, out} = 'bx;                
        endcase
        if (!exec_en)
            {cb, out} = 'b0; 
    end
endmodule
File: flow/run.sh
#!/bin/bash
# OpenROAD 26Q1-2900-gdf79404cd8, Yosys 0.63+post, stock flow scripts
make -C /OpenROAD-flow-scripts/flow DESIGN_CONFIG=/design/flow/config.mk WORK_HOME=/design/flow/orfs finish
File: flow/config.mk
export PLATFORM = sky130hd
export DESIGN_NAME = alu
export DESIGN_NICKNAME = alu
export VERILOG_FILES = /design/flow/design.v
export SDC_FILE = /design/flow/constraint.sdc
export NUM_CORES = 4
export LEC_CHECK = 1
export CORE_AREA = 10 10 77 77
export DIE_AREA = 0 0 87 87
File: flow/constraint.sdc
current_design alu

set clk_period 4.1
set clk_io_pct 0.2

create_clock -name clk0 -period $clk_period

set non_clock_inputs [all_inputs -no_clocks]
set_input_delay [expr $clk_period * $clk_io_pct] -clock clk0 $non_clock_inputs
set_output_delay [expr $clk_period * $clk_io_pct] -clock clk0 [all_outputs]
==> reports/notes.md <==
The report shows a maximum critical-path fanout of 4. The largest net degree at the start of global routing was 26. The final timing summary puts the cycle share of the worst path at 97.8%. With the number of inserted filler cells in the final layout at 442, the fraction of final layout cells with drive strength greater than 1 is 22.2%. The critical path starts at opcode[1]. With the routability congestion estimate at 0.950, the max-cap violation count is 0. The ratio of total power to cell area is 114 nW/µm². At the end of the flow the core is filled with cells to 35.0%.

The area fraction of the largest cell type after synthesis is 16.8%. The share of the core area taken by cells at floorplan is 25.7%. The worst pin sits at a relative slew slack of 64.1%. Listed in order, past its start point the critical path passes dlygate4sd2_1 -> nor4b_4 -> buf_4 -> nor2_2 -> xnor2_1 -> ha_1 -> a21o_1 -> a21oi_2 -> xor2_1 -> o221a_2 -> clkdlybuf4s50_1. The arrival time of data at the worst endpoint is listed as 3190 ps.

The synthesized netlist was found by Yosys to have 149 cells. For the number of detailed-route iterations in the first pass, the log shows 5. The tally of OpenROAD warnings works out to 39. The placement report lists the number of port buffers as 18.

For the worst setup path, the data required time is 3280 ps. The floorplan report gives the top-level pin count as 18. The commonest cells after synthesis are ha_1 (15), inv_1 (12), buf_2 (9). Category of the worst setup path capture point: an output pin. The run gives 1,178 as the via count of the first global-routing pass. The average via count per standard cell was 5.44; the critical path buffer and inverter count was 3.

After synthesis, the mean cell area works out to 7.51 µm². In the synthesized netlist, the number of instances is 149. Adding up every negative setup slack in the final design gives 0 ps.

The site row count was 24; the largest incremental delay on the critical path was 460 ps. The worst hold path cell count is 6. The die height works out to 87 µm. The DRC violation total left in the routed layout is recorded as 0.

The yosys synthesis chip area is 1120 µm². The leakage power in the latest report is 0.654 nW. The kind of path behind the tightest hold check was input port to output pin. The cell family contributing the most delay on the critical path is buffers and inverters. The die covers 7570 µm². The run gives 0 as the clock buffer count in the final layout. The run gives 0 for the number of hold-slack violations in the final timing report. After detailed routing, the total wire length is 3.66 mm.

The total overflow left after global routing is 0. For this sky-water flow run, the detailed-routed wirelength per cell is reported as 16.1 µm. Detailed placement finished with a half-perimeter wire length of 2.79 mm. Per the post-place timing report, worst setup slack is -144 ps. In the post-synthesis netlist, the cell with the most instances is ha_1. The worst min-delay path startpoint was b[0].

The run gives 89.4 ps for the slack of the critical path. Per the timing report, the achievable frequency comes out to 249 MHz. In the Yosys stats the netlist draws on 52 distinct library cells. The run gives 6.00 mm for the first-pass GRT wire length. The worst-case IR drop observed on VDD is 0.0000452 V. The run gives 0% as the register share after synthesis. For the number of max-slew violations in the final report, the log shows 0. The run finished with clean final reports.

The capture point of the critical path was reported as cb. After floorplanning, the core was sized to cover 4350 µm². The first routing iteration left 89 violations. The overall routing resource usage was 9.33%.

Cell with the biggest individual delay on the critical path: clkdlybuf4s50_1. Ranked by total cell area, the synthesized netlist is headed by ha_1 (17%), mux2i_1 (5.4%), a31oi_1 (4.5%). The synthesized area came out at 1120 µm². Compared with the post-synthesis result, the final layout area differs by 36.4%. Warning count from the yosys run: 1. The number of inserted diodes came out at 0. The category of the critical setup timing path was input port to output pin.

The design draws 174 µW. The detail route stage leaves a number of antenna-violating nets equal to 0. Endpoints with negative setup slack in the final report add up to 0.

Walking the critical path from launch to capture passes 11 cell instances. With the transition time at the pin with the least slew margin at 532 ps, the detailed-route via count is 1,240. The minimum clock period is 4010 ps.

The horizontal die dimension reported for this design is 87 µm. There are 0 flip-flops and latches. For the area taken by flip-flops and latches, the log shows 0 µm². Per the synthesis report, the dominant area consumer among library cells is ha_1. The tools report the number of antenna violations at the first check in global routing as 0. STA classifies the critical path startpoint as an input port.
==> how the worst min path moves through the flow <==
stage | to
CTS | out[3]
global route | out[2]
finish | out[2]
==> logic make-up (layout without fill, tap and decap cells) <==
group / after synthesis / count (layout) / synth area share [%]
AND-OR/OR-AND: 52 / 52 / 34.2
XOR/XNOR: 5 / 5 / 3.92
adder cells (fa/ha/maj): 16 / 16 / 18.6
buffers and inverters: 25 / 52 / 9.40
multiplexers: 10 / 10 / 10.4
AND/OR/NAND/NOR: 41 / 41 / 23.5
==> cell type report <==
class / count / area, µm² / area share (%)
Multi-Input combinational cell: 124 / 1060 / 69.6
Timing Repair Buffer: 40 / 353 / 23.1
Tap cell: 52 / 65.1 / 4.27
Inverter: 12 / 45.0 / 2.95
==> power breakdown <==
group,switching [mW],internal (mW)
clock network,0,0
logic,0.0834,0.0910
registers,0,0
==> per-layer routing <==
metal	track usage (%)	share of wire, %	wire length (µm)
met2	13.6	41	1520
met1	14.2	50	1850
met4	0.442	0	0
met5	0	0	0
met3	2.08	8.2	301
==> metrics by stage <==
step | hold slack [ps] | area (µm²) | std cells
6_report | 2410 | 1530 | 228
4_1_cts | 2700 | 1480 | 226
3_3_place_gp | 2720 | 1440 | 224
3_5_place_dp | 2700 | 1440 | 224
5_1_grt | 2460 | 1530 | 228
2_1_floorplan | 1710 | 1120 | 149
==> worst min-delay path, cell delays in order <==
cell and delay (ps):
dlymetal6s2s_1 130, buf_6 180, o31ai_1 80, a2bb2oi_1 120
a31oi_1 120, dlymetal6s2s_1 130
==> cell usage in the layout, fill, tap and decap left out, types with 2 or more instances in the layout <==
cell type / n
nand2b_1: 6
inv_2: 2
dlygate4sd2_1: 3
inv_1: 10
o311ai_0: 2
dlymetal6s2s_1: 3
a22oi_1: 2
nand3_1: 2
nor2b_1: 5
a21oi_1: 5
o21a_1: 2
nand2_1: 7
xor2_1: 2
nor4b_1: 3
a311oi_1: 2
a21o_1: 2
xnor2_1: 3
mux2_2: 3
a211oi_1: 2
a31oi_1: 7
nor2_1: 4
ha_1: 14
mux2i_1: 5
o21ai_0: 7
nor4bb_1: 2
nor3b_1: 3
a2bb2oi_1: 2
clkdlybuf4s50_1: 11
a31o_2: 2
buf_4: 21
==> repair_timing <==
item	CTS	global route
hold buffers	0	0
pin swaps	6	5
setup buffers	2	2
resized	9	10
setup endpoints to repair	3	4
Power figures rest on the tool's default switching activity, not on a simulated workload.
