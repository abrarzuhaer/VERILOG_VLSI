`./design.v`:
```
module shift_reg #(parameter DATA_LENGTH = 12)(
    input clk,
    input reset_n,
    input shift_en,
    input [DATA_LENGTH-1:0] data_in_p,
    output reg [DATA_LENGTH-1:0] data_out_p
);
    always @(posedge clk or negedge reset_n) begin
        if (!reset_n)
            data_out_p <= 'b0;  
        else if (shift_en)
            data_out_p <= data_in_p;  
    end
endmodule
```
`./run.sh`:
```
#!/bin/bash
# OpenROAD 26Q1-2900-gdf79404cd8, Yosys 0.63+post, stock flow scripts
make -C /OpenROAD-flow-scripts/flow DESIGN_CONFIG=/design/flow/config.mk WORK_HOME=/design/flow/orfs finish
```
`./config.mk`:
```
export PLATFORM = sky130hd
export DESIGN_NAME = shift_reg
export DESIGN_NICKNAME = shift_reg
export VERILOG_FILES = /design/flow/design.v
export SDC_FILE = /design/flow/constraint.sdc
export NUM_CORES = 4
export LEC_CHECK = 1
export CORE_AREA = 10 10 76 76
export DIE_AREA = 0 0 86 86
```
`./constraint.sdc`:
```
current_design shift_reg

set clk_period 1.5
set clk_io_pct 0.2

create_clock -name clk0 -period $clk_period [get_ports {clk}]

set non_clock_inputs [all_inputs -no_clocks]
set_input_delay [expr $clk_period * $clk_io_pct] -clock clk0 $non_clock_inputs
set_output_delay [expr $clk_period * $clk_io_pct] -clock clk0 [all_outputs]
```
==> insert_results.sql <==
-- implementation run metrics
INSERT INTO impl_metrics (metric_group, metric, value, unit) VALUES
('clocking', 'cts_sinks', '12', ''),
('sta', 'final.setup.tns', '0', 'ns'),
('sta', 'slew_violations', '0', ''),
('sta', 'clock_skew', '0', 'ns'),
('logic_synthesis', 'synth_seq_share', '0.6202', ''),
('global_routing', 'globalRoute.totalOverflow', '0', ''),
('clocking', 'tritoncts_clock_tree', 'built', ''),
('place', 'port-buffer-count', '26', ''),
('routing', 'detail-route-antenna-nets', '0', ''),
('global_routing', 'grt_pass1_wl', '2083', 'microns'),
('routing', 'wl', '1295', 'microns'),
('floorplanning', 'number_of_top_level_pins', '27', ''),
('logic_synthesis', 'netlist.area_leader.share', '0.6202', ''),
('routing', 'drtPass1Iterations', '2', ''),
('clocking', 'worst_setup_hold_path_clk_slew', '0.05', 'ns'),
('floorplanning', 'core_outline_area', '4115', 'sq um'),
('routing', 'drcViolationCount', '0', ''),
('floorplanning', 'num_rows', '23', ''),
('power_and_ir_drop', 'pwr-share-seq', '0.459', ''),
('cells_and_area', 'post-route-util', '0.2101', ''),
('power_and_ir_drop', 'combPwrFrac', '0.206', ''),
('floorplanning', 'fp.dieW', '86', 'microns'),
('clocking', 'postCtsSetupRepairBufs', '0', ''),
('routing', 'via_per_inst', '3.000', ''),
('job', 'drv_cap', '0', ''),
('routing', 'detail_route.wl_per_cell', '12.33', 'microns'),
('clocking', 'number_of_h_tree_levels', '1', ''),
('job', 'log.warning_count', '25', ''),
('cells_and_area', 'layout_top_cell_excl_fill_tap', 'sky130_fd_sc_hd__clkdlybuf4s50_1', ''),
('logic_synthesis', 'netlist_top_cells_area', 'sky130_fd_sc_hd__dfrtp_1 (62%), sky130_fd_sc_hd__mux2_4 (31%), sky130_fd_sc_hd__mux2_2 (4.7%), sky130_fd_sc_hd__buf_6 (2.3%)', ''),
('power_and_ir_drop', 'switching_fraction_of_total_power', '0.1857', ''),
('setup_path', 'worstPathRequired', '1.20', 'ns'),
('power_and_ir_drop', 'ir_drop', '0.1891', 'mV'),
('global_routing', 'via_count_of_the_first_global_routing_pass', '371', ''),
('power_and_ir_drop', 'p_int', '0.6671', 'mW'),
('outcome', 'outcome', 'finished, final reports clean', ''),
('setup_path', 'cp_cell_sequence', 'clkdlybuf4s50_1', ''),
('cells_and_area', 'top_register', 'data_out_p', ''),
('logic_synthesis', 'average_cell_area_after_synthesis', '19.37', 'sq um'),
('global_routing', 'antenna_found_initial', '0', ''),
('routing', 'routed-via-count', '315', ''),
('global_routing', 'grt.total_usage', '0.03666', ''),
('min_path', 'worst_hold_path_type', 'primary input to async pin', ''),
('setup_path', 'cpLargestDelayFamily', 'buffers and inverters', ''),
('sta', 'setup_viol', '0', ''),
('clocking', 'numCtsBuffers', '3', ''),
('floorplanning', 'floorplan.die_area', '7396', 'sq um'),
('logic_synthesis', 'top_area_cell', 'sky130_fd_sc_hd__dfrtp_1', ''),
('logic_synthesis', 'synth.yosys.chip_area', '484.2', 'sq um'),
('cells_and_area', 'synthToLayoutAreaGrowth', '78.55', '%'),
('setup_path', 'cp_slowest_cell', 'sky130_fd_sc_hd__clkdlybuf4s50_1', ''),
('logic_synthesis', 'yosys_warnings', '1', ''),
('global_routing', 'grt_start_max_net_pins', '13', ''),
('setup_path', 'setup.worst_path.end_class', 'output port', ''),
('setup_path', 'peak_per_stage_delay_on_the_critical_path', '0.48', 'ns'),
('cells_and_area', 'filler_cell_count', '442', ''),
('logic_synthesis', 'yosys_cells', '25', ''),
('sta', 'relative_slew_margins', '0.8680', ''),
('cells_and_area', 'largest_reg_flops', '12', ''),
('routing', 'drt-initial-drc-count', '5', ''),
('clocking', 'insertion_delay', '0.23', 'ns'),
('sta', 'finalHoldWorstSlack', '0.3774', 'ns'),
('clocking', 'count_of_instances_resized_after_the_clock_tree_is_built', '0', ''),
('logic_synthesis', 'synthCells', '25', ''),
('setup_path', 'cp-start-kind', 'register', ''),
('logic_synthesis', 'synthDistinctLibCells', '4', ''),
('setup_path', 'path_max_fanout', '2', ''),
('cells_and_area', 'finalNonFillerCells', '105', ''),
('setup_path', 'cp_data_arrival_time', '1.07', 'ns'),
('power_and_ir_drop', 'pwr-share-clk', '0.336', ''),
('cells_and_area', 'final_layout_size_suffix_gt1_frac', '0.3091', '');
-- cells by family (layout without fill, tap and decap cells) --
kind of cell,count (synthesis),after routing,synth area share
DFF,12,12,0.6202
muxes,12,12,0.3566
buffers and inverters,1,31,0.02325
-- path summary, 6_finish.rpt --
kind | cells past startpoint | to | start
worst max-delay path | 1 | data_out_p[6] | data_out_p[6]
worst min-delay path | 2 | data_out_p[3] | reset_n
worst max register to register | 1 | data_out_p[6] | data_out_p[6]
worst min register to register | 1 | data_out_p[9] | data_out_p[9]
max in group asynchronous | 2 | data_out_p[1] | reset_n
min in group clk0 | 1 | data_out_p[9] | data_out_p[9]
-- synth_stat cells (all sizes together) --
library cell  count
mux2             12
buf               1
dfrtp            12
-- metal layers --
metal | vias to the layer above | global-route usage | part of all wire
met5 | - | 0 | 0
met4 | 0 | 0.001497 | 0
met3 | 0 | 0.03813 | 0.20
met2 | 18 | 0.05341 | 0.43
met1 | 149 | 0.03806 | 0.38
li1 | 148 | - | -
-- final cells by class --
type                            count  area share
Clock buffer                        3     0.04776
Multi-Input combinational cell     12      0.1997
Sequential cell                    12      0.3473
Tap cell                           50     0.07236
Timing Repair Buffer               28      0.3329
-- through the flow --
stage	instance area [sq um]	setup slack (ns)
after floorplan	484.2	0.6381
after global placement	823.3	0.04455
after detailed placement	823.3	0.01964
after CTS	864.6	0.1017
after global routing	864.6	0.06643
final	864.6	0.1272
-- power groups by stage --
stage / combinational (mW) / sequential (mW) / clock, mW
final: 0.168 / 0.376 / 0.275
after CTS: 0.173 / 0.376 / 0.286
after global routing: 0.183 / 0.381 / 0.305
Power is estimated from default activity; no workload was simulated.
